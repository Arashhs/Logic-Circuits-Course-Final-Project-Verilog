==> /design/flow/design.v <==
`timescale 1ns / 1ps
module E1(CLK,RST,inDoorButtons,outDoorButtons,motor,doorState, currentFloor);
input CLK,RST;
input[3:1] inDoorButtons,outDoorButtons;
output[1:0] motor;
output doorState;
output[3:1] currentFloor;
reg[1:0] motor = 2'b00;
reg doorState = 0;
reg[3:1] requests = 3'b000 , currentFloor = 3'b001;
reg [1:0] presentState = 2'b00, nextState = 2'b00;
parameter S0 = 2'b00, S1 = 2'b01, S2 = 2'b10, S3 = 2'b11;
parameter motorDown = 2'b11, motorUp = 2'b10, motorOff = 2'b00;
parameter F1 = 3'b001, F2 = 3'b010, F3 = 3'b100;
always @ (posedge CLK)
    	begin
  	if (RST) begin
    	end
      	else
      	begin
   		          	if(inDoorButtons[1] == 1 ||outDoorButtons[1] == 1) requests[1] <= 1;
   			 else
        	if(inDoorButtons[2] == 1 ||outDoorButtons[2] == 1) requests[2] <= 1;
   			 else begin end
        	if(inDoorButtons[3] == 1 ||outDoorButtons[3] == 1) requests[3] <= 1;
     	case (presentState)
        	S0:
            	if (requests[2] || requests[3]) begin
            	nextState <= S1;  
            	motor <= motorUp;
            	doorState<=0;
            	end
            	else begin
            	motor <= motorOff;
            	doorState <= 1;
            	end
        	S1: if (requests[3]) begin
            	nextState <= S3;  
            	motor <= motorUp;
            	doorState<=0;
            	end
              	else if (requests[1]) begin
                    	nextState <= S0;  
                    	motor <= motorDown;
                    	doorState<=0;
                    	end
                    	else begin
                    	motor <= motorOff;
                    	doorState <= 1;
                    	end
        	S2: if (requests[1]) begin
            	nextState <= S0;  
            	motor <= motorDown;
            	doorState<=0;
            	end
                    	else if(requests[3]) begin
                    	nextState <= S3;  
                    	motor <= motorUp;
                    	doorState<=0;
                    	end
                    	else begin
                    	motor <= motorOff;
                    	doorState<=1;
                    	end
        	S3: if (requests[2] || requests[1]) begin
            	nextState <= S2;
            	motor <= motorDown;
            	doorState<=0;
            	end
            	else begin
            	motor <= motorOff;
            	doorState<=1;
            	end
     	endcase
        	case(currentFloor)
        	F1:
        	if(requests[1]) begin
        	motor <= motorOff;
        	doorState<=1;
        	requests[1] <= 0;
        	presentState <= nextState;
        	end
        	F2:
        	if(requests[2]) begin
        	motor <= motorOff;
        	doorState<=1;
        	requests[2] <= 0;
        	presentState <= nextState;
        	end
        	F3:
        	if(requests[3]) begin
        	motor <= motorOff;
        	doorState<=1;
        	requests[3] <= 0;
        	presentState <= nextState;
        	end
        	endcase
      	case(motor)
      	motorDown: begin
      	case(currentFloor)
      	F2: currentFloor <= F1;
      	F3: currentFloor <= F2;
      	endcase
      	end
    	motorUp: begin
      	case(currentFloor)
      	F1: currentFloor <= F2;
      	F2: currentFloor <= F3;
      	endcase
      	end
    	motorOff: begin
      	end
      	endcase
      	end
   		  end
endmodule
==> /design/flow/run.sh <==
#!/bin/bash
# OpenROAD 26Q1-2900-gdf79404cd8, Yosys 0.63+post, stock flow scripts
make -C /OpenROAD-flow-scripts/flow DESIGN_CONFIG=/design/flow/config.mk WORK_HOME=/design/flow/orfs finish
==> /design/flow/config.mk <==
export PLATFORM = sky130hd
export DESIGN_NAME = E1
export DESIGN_NICKNAME = E1
export VERILOG_FILES = /design/flow/design.v
export SDC_FILE = /design/flow/constraint.sdc
export NUM_CORES = 4
export LEC_CHECK = 1
export CORE_AREA = 10 10 81 81
export DIE_AREA = 0 0 91 91
==> /design/flow/constraint.sdc <==
current_design E1

set clk_period 2.8
set clk_io_pct 0.2

create_clock -name clk0 -period $clk_period [get_ports {CLK}]

set non_clock_inputs [all_inputs -no_clocks]
set_input_delay [expr $clk_period * $clk_io_pct] -clock clk0 $non_clock_inputs
set_output_delay [expr $clk_period * $clk_io_pct] -clock clk0 [all_outputs]
==> impl_metrics.csv <==
group,metric,value,unit
route,vias_per_cell,3.25,
synthesis,synth_area_per_cell,12.4,sq um
synthesis,ys_sh_mux,0.0156,
die,dieArea,8280,sq um
place,post-place-cells,131,
critical_path,worstSetupStartpointType,"register",
min_path,min_delay_worst_endpoint,"presentState[1]",
clocking,cts-root-buf,"clkbuf_8",
power,leakagePower,0.319,nW
critical_path,crit_arrival,1200,ps
layout,final_cells,135,
sta,setup_viol,0,
critical_path,ff2ff_path_depth,3,
critical_path,slowest_stage,"clkdlybuf4s50_1",
sta,final_hold_viol_count,0,
global_routing,grt_pass1_vias,429,
power,power,0.418,mW
critical_path,reg2reg_slack,1230,ps
global_routing,grt_max_degree,9,
clocking,clkLatencyLatePin,240,ps
clocking,holdBufCountCts,0,
sta,finalCriticalPeriod,1760,ps
layout,final_cell_area,897,sq um
critical_path,timing.rr.start,"requests[1]",
sta,tns,0,ps
global_routing,grt_overflow_total,0,
critical_path,path_cells,"clkdlybuf4s50_1",
critical_path,critPathBufInv,1,
clocking,cts_tree,"yes",
route,drc,0,
synthesis,ys_sh_adder,0,
critical_path,crit_path_end_kind,"output pin",
die,fp-row-count,25,
critical_path,max_stage_delay,520,ps
critical_path,crit_fanout,6,
global_routing,grt.total_usage,0.0316,
min_path,hold_class,"reg2reg",
critical_path,r2r_end,"doorState",
route,vias,439,
place,place_congestion,0.744,
place,port-buffer-count,13,
sta,slew_headroom,0.781,
synthesis,synth_warnings,1,
route,first_iter_violations,23,
sta,worst_pin_slew,327,ps
clocking,cts_made_buffers,3,
synthesis,xor_share,0.0136,
power,ir_worst_vdd,373,uV
min_path,hold_depth,0,
clocking,postCtsSetupBuffers,0,
layout,syn2layout_area_growth,39.5,%
route,post_drt_wl_per_cell,9.64,microns
status,outcome,"completed",
synthesis,simple_gate_share,0.224,
die,core_area,4820,sq um
synthesis,ys_cells,52,
layout,drive_above_1_share,0.0735,
power,p_per_area,466,nW/um^2
sta,rsz0062_at_grt,"no",
sta,skew,2.04,ps
synthesis,synth_cell_type_count,22,
clocking,clk_path_buf_depth,2,
synthesis,ys_seq_share,0.607,
place,dpl_cell_area,852,sq um
layout,final_layout_top_logic_cells,"13 x edfxtp_1, 13 x clkdlybuf4s50_1, 8 x nor2_1",
place,hpwl,1020,microns
sta,drv_slew,0,
clocking,cts_sinks,13,
flow_run,cap_violations,0,
route,drt_wl_total,1300,microns
clocking,cts_max_level,1,
route,antennaDiodeCount,0,
synthesis,numSynthFlops,13,
global_routing,grt_pass1_wl,2140,microns
critical_path,worst-setup-path-type,"reg2out",
sta,timing.hold.ws,417,ps
synthesis,compound_area_frac,0.115,
clocking,cts_resized,0,
die,initCoreUtil,0.134,
route,dr.pass1.iters,2,
min_path,hold_start,"nextState[1]",
critical_path,crit_family,"buffers and inverters",
synthesis,ys_area,643,sq um
route,ant_nets,0,
synthesis,syn_inst,52,
die,fp.dieW,91,microns
die,fp.dieH,91,microns
sta,max_freq,568,MHz
die,pin_count,14,
global_routing,antenna_found_initial,0,
critical_path,required,2240,ps
synthesis,netlist_logic_family_top,"simple AND/OR/NAND/NOR gates",
flow_run,warnings,25,
sta,finalClockPeriodUsage,0.629,
clocking,clk_pin_slew,50,ps
synthesis,synth_area,643,sq um
[flip-flops by register name, indices dropped and copies added (netlist names)]
signal	count
currentFloor	3
doorState	1
motor	2
nextState	2
presentState	2
requests	3
[routing by layer]
metal / up-vias / share of wire / global-route usage
li1: 229 / - / -
met1: 195 / 0.61 / 0.0501
met2: 15 / 0.32 / 0.0382
met3: 0 / 0.071 / 0.0174
met4: 0 / 0 / 0
met5: - / 0 / 0
[cell usage after synthesis, drive strengths merged]
library cell	instances	share of area
a22oi	1	0.012
and3	2	0.019
o21ai	1	0.0078
or2	1	0.0097
inv	3	0.018
nor4bb	2	0.031
a211o	3	0.041
a21o	1	0.012
nor3b	2	0.039
a21oi	4	0.031
and4bb	1	0.019
nor4	1	0.0097
mux2i	1	0.016
nor2b	1	0.0097
buf	1	0.0078
o21a	1	0.012
edfxtp	13	0.61
nor2	8	0.047
nor4b	1	0.014
xor2	1	0.014
nor3	2	0.016
and2	1	0.0097
[power by group]
part | switching, mW | total, mW | internal [mW] | leakage (nW)
clock | 0.0589 | 0.159 | 0.0999 | 0.0228
combinational | 0.0102 | 0.0297 | 0.0194 | 0.175
sequential | 0.00669 | 0.229 | 0.222 | 0.121
total | 0.0758 | 0.418 | 0.342 | 0.319
[cells by family after synthesis]
group / after synthesis
AND-OR/OR-AND: 11
buffers and inverters: 4
multiplexers: 1
AND/OR/NAND/NOR: 22
XOR/XNOR: 1
flip-flops: 13
[worst max-delay path by stage]
| stage | startpoint | to | cells past startpoint |
|---|---|---|---|
| final | currentFloor[1] | currentFloor[1] | 1 |
| after global routing | currentFloor[1] | currentFloor[1] | 1 |
| after CTS | currentFloor[1] | currentFloor[1] | 1 |
[area by class of cell]
| cell class | instances | area, sq um |
|---|---|---|
| Clock buffer | 4 | 45.0 |
| Fill cell | 537 | 3920 |
| Inverter | 3 | 11.3 |
| Multi-Input combinational cell | 35 | 236 |
| Sequential cell | 13 | 390 |
| Tap cell | 67 | 83.8 |
| Timing Repair Buffer | 13 | 130 |
[metrics by stage]
step                setup slack, ps  utilization
detailed placement             1010        0.177
global placement               1040        0.177
global route                    968        0.186
CTS                            1030        0.186
floorplan                      1390            -
finish                         1040        0.186
No activity file was given, so power comes from the tool's default toggle rates.
